$ cat config.mk
export PLATFORM = sky130hd
export DESIGN_NAME = Control
export DESIGN_NICKNAME = Control
export VERILOG_FILES = /design/flow/design.v
export SDC_FILE = /design/flow/constraint.sdc
export NUM_CORES = 4
export LEC_CHECK = 1
export CORE_AREA = 10 10 70 70
export DIE_AREA = 0 0 80 80
$ cat constraint.sdc
current_design Control

set clk_period 3.3
set clk_io_pct 0.2

create_clock -name clk0 -period $clk_period

set non_clock_inputs [all_inputs -no_clocks]
set_input_delay [expr $clk_period * $clk_io_pct] -clock clk0 $non_clock_inputs
set_output_delay [expr $clk_period * $clk_io_pct] -clock clk0 [all_outputs]
$ cat design.v
module Control(input [4:0] opcode, input reset ,output reg rwr, ma1,
 op1, mem_write, reg_write, rFI, rFO, sFO, ION, IOF,
 output reg [1:0] pc_selector, rwd, mem_read, op2, output reg[2:0] ALUOp);
always @(reset or opcode) begin
	if (reset == 1'b1) begin
		rwr = 0;
		rwd = 0;
		reg_write = 0;
		mem_read = 0;   
		mem_write = 0;
		pc_selector = 0;
		ALUOp = 0;
		ma1 = 0;
		op1 = 0;
		op2 = 0;
		rFI = 1;
		sFO = 0;
		rFO = 1;
		ION = 1;
		IOF = 0;
	end 
	else begin
	case(opcode)
		5'b00000:begin   
		ALUOp <= 0; rwr <= 0; rwd <= 0; ma1 <= 0; mem_read <= 0; mem_write <= 0; sFO <= 0;
		reg_write <= 1; op1 <= 0; op2 <= 0; pc_selector <= 0; rFI <= 0; rFO <= 0; ION <= 0; IOF <= 0;
		end
		5'b00001:begin   
		ALUOp <= 1; rwr <= 0; rwd <= 0; ma1 <= 0; mem_read <= 0; mem_write <= 0; sFO <= 0;
		reg_write <= 1; op1 <= 0; op2 <= 0; pc_selector <= 0; rFI <= 0; rFO <= 0; ION <= 0; IOF <= 0;
		end
		5'b00010:begin   
		ALUOp <= 2; rwr <= 0; rwd <= 0; ma1 <= 0; mem_read <= 0; mem_write <= 0; sFO <= 0;
		reg_write <= 1; op1 <= 0; op2 <= 0; pc_selector <= 0; rFI <= 0; rFO <= 0; ION <= 0; IOF <= 0;
		end
		5'b00011:begin   
		ALUOp <= 3; rwr <= 0; rwd <= 0; ma1 <= 0; mem_read <= 0; mem_write <= 0; sFO <= 0;
		reg_write <= 1; op1 <= 0; op2 <= 0; pc_selector <= 0; rFI <= 0; rFO <= 0; ION <= 0; IOF <= 0;
		end
		5'b00100:begin   
		ALUOp <= 4; rwr <= 0; rwd <= 0; ma1 <= 0; mem_read <= 0; mem_write <= 0; sFO <= 0;
		reg_write <= 1; op1 <= 0; op2 <= 0; pc_selector <= 0; rFI <= 0; rFO <= 0; ION <= 0; IOF <= 0;
		end
		5'b00101:begin   
		ALUOp <= 5; rwr <= 0; rwd <= 0; ma1 <= 0; mem_read <= 0; mem_write <= 0; sFO <= 0;
		reg_write <= 1; op1 <= 0; op2 <= 0; pc_selector <= 0; rFI <= 0; rFO <= 0; ION <= 0; IOF <= 0;
		end
		5'b00110:begin   
		ALUOp <= 6; rwr <= 0; rwd <= 0; ma1 <= 0; mem_read <= 0; mem_write <= 0; sFO <= 0;
		reg_write <= 1; op1 <= 0; op2 <= 0; pc_selector <= 0; rFI <= 0; rFO <= 0; ION <= 0; IOF <= 0;
		end
		5'b00111:begin   
		ALUOp <= 0; rwr <= 0; rwd <= 0; ma1 <= 0; mem_read <= 0; mem_write <= 0; sFO <= 0;
		reg_write <= 0; op1 <= 0; op2 <= 0; pc_selector <= 0; rFI <= 0; rFO <= 0; ION <= 0; IOF <= 0;
		end
		5'b10000:begin   
		ALUOp <= 0; rwr <= 0; rwd <= 0; ma1 <= 0; mem_read <= 2; mem_write <= 0; sFO <= 0;
		reg_write <= 1; op1 <= 1; op2 <= 1; pc_selector <= 0; rFI <= 0; rFO <= 0; ION <= 0; IOF <= 0;
		end
		5'b10001:begin   
		ALUOp <= 1; rwr <= 0; rwd <= 0; ma1 <= 0; mem_read <= 2; mem_write <= 0; sFO <= 0;
		reg_write <= 1; op1 <= 1; op2 <= 1; pc_selector <= 0; rFI <= 0; rFO <= 0; ION <= 0; IOF <= 0;
		end
		5'b10010:begin   
		ALUOp <= 2; rwr <= 0; rwd <= 0; ma1 <= 0; mem_read <= 2; mem_write <= 0; sFO <= 0;
		reg_write <= 1; op1 <= 1; op2 <= 1; pc_selector <= 0; rFI <= 0; rFO <= 0; ION <= 0; IOF <= 0;
		end
		5'b10011:begin   
		ALUOp = 3; rwr = 0; rwd = 0; ma1 = 0; mem_read = 2; mem_write = 0; sFO = 0;
		reg_write = 1; op1 = 1; op2 = 1; pc_selector = 0; rFI = 0; rFO = 0; ION = 0; IOF = 0;
		end
		5'b10100:begin   
		ALUOp <= 7; rwr <= 0; rwd <= 0; ma1 <= 0; mem_read <= 2; mem_write <= 0;
		reg_write <= 1; op1 <= 1; op2 <= 1; pc_selector <= 0; rFI <= 0; rFO <= 0; ION <= 0; IOF <= 0;
		end
		5'b10101:begin   
		ALUOp <= 4; rwr <= 0; rwd <= 0; ma1 <= 0; mem_read <= 2; mem_write <= 0; sFO <= 0;
		reg_write <= 1; op1 <= 1; op2 <= 1; pc_selector <= 0; rFI <= 0; rFO <= 0; ION <= 0; IOF <= 0;
		end
		5'b10110:begin   
		ALUOp <= 5; rwr <= 0; rwd <= 0; ma1 <= 0; mem_read <= 2; mem_write <= 0; sFO <= 0;
		reg_write <= 1; op1 <= 1; op2 <= 1; pc_selector <= 0; rFI <= 0; rFO <= 0; ION <= 0; IOF <= 0;
		end
		5'b10111:begin   
		ALUOp <= 6; rwr <= 0; rwd <= 0; ma1 <= 0; mem_read <= 2; mem_write <= 0; sFO <= 0;
		reg_write <= 1; op1 <= 1; op2 <= 1; pc_selector <= 0; rFI <= 0; rFO <= 0; ION <= 0; IOF <= 0;
		end
		5'b01000:begin   
		ALUOp <= 0; rwr <= 1; rwd <= 2; ma1 <= 1; mem_read <= 1; mem_write <= 0; sFO <= 0;
		reg_write <= 1; op1 <= 0; op2 <= 0; pc_selector <= 0; rFI <= 0; rFO <= 0; ION <= 0; IOF <= 0;
		end
		5'b01001:begin   
		ALUOp <= 0; rwr <= 1; rwd <= 1; ma1 <= 0; mem_read <= 0; mem_write <= 0; sFO <= 0;
		reg_write <= 1; op1 <= 0; op2 <= 0; pc_selector <= 0; rFI <= 0; rFO <= 0; ION <= 0; IOF <= 0;
		end
		5'b01010:begin   
		ALUOp <= 0; rwr <= 0; rwd <= 0; ma1 <= 1; mem_read <= 0; mem_write <= 1; sFO <= 0;
		reg_write <= 0; op1 <= 0; op2 <= 0; pc_selector <= 0; rFI <= 0; rFO <= 0; ION <= 0; IOF <= 0;
		end
		5'b01011:begin   
		ALUOp <= 0; rwr <= 0; rwd <= 0; ma1 <= 0; mem_read <= 0; mem_write <= 0; sFO <= 0;
		reg_write <= 0; op1 <= 0; op2 <= 0; pc_selector <= 1; rFI <= 0; rFO <= 0; ION <= 0; IOF <= 0;
		end
		5'b01100:begin   
		ALUOp <= 0; rwr <= 0; rwd <= 0; ma1 <= 0; mem_read <= 0; mem_write <= 0; sFO <= 0;
		reg_write <= 0; op1 <= 0; op2 <= 0; pc_selector <= 1; rFI <= 0; rFO <= 0; ION <= 0; IOF <= 0;
		end
		5'b01101:begin   
		ALUOp <= 0; rwr <= 1; rwd <= 0; ma1 <= 0; mem_read <= 0; mem_write <= 0; sFO <= 0;
		reg_write <= 1; op1 <= 0; op2 <= 2; pc_selector <= 2; rFI <= 0; rFO <= 0; ION <= 0; IOF <= 0;
		end
		5'b01110:begin   
		ALUOp <= 1; rwr <= 1; rwd <= 0; ma1 <= 0; mem_read <= 0; mem_write <= 0; sFO <= 0;
		reg_write <= 1; op1 <= 0; op2 <= 3; pc_selector <= 2; rFI <= 0; rFO <= 0; ION <= 0; IOF <= 0;
		end
		5'b01111:begin   
		ALUOp <= 0; rwr <= 0; rwd <= 0; ma1 <= 0; mem_read <= 0; mem_write <= 0;
		reg_write <= 0; op1 <= 0; op2 <= 0; pc_selector <= 1; rFI <= 0; rFO <= 0; ION <= 0; IOF <= 0;
		end
		5'b11000:begin   
		ALUOp <= 0; rwr <= 0; rwd <= 0; ma1 <= 0; mem_read <= 0; mem_write <= 0; sFO <= 0;
		reg_write <= 0; op1 <= 0; op2 <= 0; pc_selector <= 0; rFI <= 0; rFO <= 0; ION <= 0; IOF <= 0;
		end
		5'b11001:begin   
		ALUOp <= 0; rwr <= 0; rwd <= 0; ma1 <= 0; mem_read <= 0; mem_write <= 0; sFO <= 0;
		reg_write <= 0; op1 <= 0; op2 <= 0; pc_selector <= 0; rFI <= 0; rFO <= 0; ION <= 0; IOF <= 0;
		end
		5'b11010:begin   
		ALUOp <= 0; rwr <= 0; rwd <= 0; ma1 <= 0; mem_read <= 0; mem_write <= 0; sFO <= 0;
		reg_write <= 0; op1 <= 0; op2 <= 0; pc_selector <= 0; rFI <= 1; rFO <= 0; ION <= 0; IOF <= 0;
		end
		5'b11011:begin   
		ALUOp <= 0; rwr <= 0; rwd <= 0; ma1 <= 0; mem_read <= 0; mem_write <= 0; sFO <= 1;
		reg_write <= 0; op1 <= 0; op2 <= 0; pc_selector <= 0; rFI <= 0; rFO <= 0; ION <= 0; IOF <= 0;
		end
		5'b11100:begin   
		ALUOp <= 0; rwr <= 0; rwd <= 0; ma1 <= 0; mem_read <= 0; mem_write <= 0; sFO <= 0;
		reg_write <= 0; op1 <= 0; op2 <= 0; pc_selector <= 0; rFI <= 0; rFO <= 1; ION <= 0; IOF <= 0;
		end
		5'b11101:begin   
		ALUOp <= 0; rwr <= 0; rwd <= 0; ma1 <= 0; mem_read <= 0; mem_write <= 0; sFO <= 0;
		reg_write <= 0; op1 <= 0; op2 <= 0; pc_selector <= 0; rFI <= 0; rFO <= 0; ION <= 1; IOF <= 0;
		end
		5'b11110:begin   
		ALUOp <= 0; rwr <= 0; rwd <= 0; ma1 <= 0; mem_read <= 0; mem_write <= 0; sFO <= 0;
		reg_write <= 0; op1 <= 0; op2 <= 0; pc_selector <= 0; rFI <= 0; rFO <= 0; ION <= 0; IOF <= 1;
		end
		5'b11111:begin   
		ALUOp <= 0; rwr <= 0; rwd <= 0; ma1 <= 0; mem_read <= 0; mem_write <= 0; sFO <= 0;
		reg_write <= 0; op1 <= 0; op2 <= 0; pc_selector <= 0; rFI <= 0; rFO <= 0; ION <= 0; IOF <= 0;
		end
		default:begin 
		ALUOp <= 0; rwr <= 0; rwd <= 0; ma1 <= 0; mem_read <= 0; mem_write <= 0; sFO <= 0;
		reg_write <= 0; op1 <= 0; op2 <= 0; pc_selector <= 0; rFI <= 0; rFO <= 0; ION <= 0; IOF <= 0;
		end
	endcase
	end
end
endmodule
$ cat run.sh
#!/bin/bash
# OpenROAD 26Q1-2900-gdf79404cd8, Yosys 0.63+post, stock flow scripts
make -C /OpenROAD-flow-scripts/flow DESIGN_CONFIG=/design/flow/config.mk WORK_HOME=/design/flow/orfs finish
==> results.json <==
{
  "areaGrowthSynthToFinish_pct": 65.8,
  "via_per_inst": 3.99,
  "gp_congestion": 0.766,
  "leakage_nw": 0.298,
  "hold_viol": 0,
  "rsz0062_at_grt": "no",
  "avgSynthCellArea_um2": 8.05,
  "drc_errors": 0,
  "fin_setup_tns_ns": 0,
  "dp_cells": 134,
  "cp-end-kind": "output port",
  "unclocked_pins": 1,
  "ir_worst_vdd_v": 0.0000576,
  "grt_pass1_wl_um": 2600,
  "ys_types": 33,
  "ys_ff": 1,
  "die_y_um": 80,
  "portBuffers": 27,
  "vias": 535,
  "top_register": "sFO",
  "ys_area_um2": 483,
  "postCtsSetupBuffers": 0,
  "hold_buffers": 0,
  "worst_ep_required_time_ns": 2.64,
  "drt-initial-drc-count": 6,
  "tool_warnings": 32,
  "pin_count": 27,
  "fp_util_pct": 14.1,
  "fmax_mhz": 322,
  "grt-ovfl-total": 0,
  "track_usage_pct": 4.78,
  "crit_type": "input pin to output port",
  "startpoint_type": "input pin",
  "ys_cells": 60,
  "p_per_area_nw_per_um2": 90.4,
  "drv_slew": 0,
  "hold_path_class": "input pin to output port",
  "antenna_found_initial": 0,
  "hold_depth": 3,
  "min_to": "ALUOp[2]",
  "finalCriticalPeriod_ns": 3.11,
  "fin_total_pwr_mw": 0.0724,
  "hp-start": "opcode[2]",
  "cp_max_fo": 15,
  "synthCells": 60,
  "synth-main-ff-cell": "dlxtn_1",
  "num_antenna_cells": 0,
  "relSlewSlack_pct": 68.9,
  "grt_pass1_vias": 531,
  "dp_hpwl_um": 1360,
  "hold_slack_ns": 2.45,
  "rows": 21,
  "drtPass1Iterations": 3,
  "postSynth.asyncResetShare_pct": 0,
  "ant_nets": 0,
  "edf_count": 0,
  "grt_max_degree": 16,
  "yosysWarnings": 1,
  "wl_per_cell_um": 11.3,
  "fin_crit_sh_pct": 94.1,
  "chipArea_um2": 6400,
  "final_cells": 134,
  "arrival_ns": 2.45,
  "dieWidth_um": 80,
  "cap_violations": 0,
  "status": "completed",
  "syn_area_um2": 483,
  "wirelength_um": 1520,
  "drive_gt1_share_pct": 20.5,
  "coreArea_um2": 3420,
  "tightest_slew_ns": 0.465,
  "setup_violations": 0,
  "unconstrained_endpoints": 2,
  "top_regs": "sFO (1)",
  "cts_resized": 0,
  "largest_register_ffs": 1
}
layer usage:
metal	part of all wire (%)	global-route usage, %	wire, µm	vias to the layer above
li1	-	-	-	281
met1	45	5.87	684	244
met2	51	8.91	778	10
met3	3.8	0.795	57	0
met4	0	0	0	0
met5	0	0	0	-
through the flow:
| step | utilization, % | cell area (µm²) | worst slack (ns) |
|---|---|---|---|
| floorplan | - | 483 | 1.39 |
| finish | 23.4 | 801 | 0.194 |
| global placement | 23.4 | 801 | 0.193 |
| global route | 23.4 | 801 | 0.0813 |
| detailed placement | 23.4 | 801 | 0.177 |
| CTS | 23.4 | 801 | 0.164 |
worst max-delay path, stage by stage:
cell and delay (ns):
clkdlybuf4s50_1 0.64, and2b_1 0.40, nand4b_4 0.13, o21ai_1 0.13
clkdlybuf4s50_1 0.48
worst max path at each step:
| stage | from | to | slack, ns |
|---|---|---|---|
| finish | opcode[4] | ALUOp[0] | 0.19 |
| CTS | opcode[4] | ALUOp[0] | 0.16 |
| global route | opcode[4] | op2[0] | 0.08 |
placed cells by master, fill, tap and decap left out, drive strengths merged, types with 2 or more instances in the layout:
cell type	n
a2111oi	2
nand2b	2
inv	2
nor3b	2
and2b	2
o21ai	6
a21oi	2
nand3	2
nor3	6
buf	7
nor2	8
clkdlybuf4s50	27
nand2	6
final cells by class:
class / count / area (µm²)
fillers: 383 / 2620
inverters: 2 / 7.51
multi-input cells: 51 / 398
flip-flops and latches: 1 / 15.0
well taps: 46 / 57.6
repair buffers: 34 / 323
logic make-up (layout without fill, tap and decap cells):
logic type / count (synthesis) / in the layout / synth area share, %
latches: 1 / 1 / 3.11
buffers and inverters: 8 / 36 / 14.5
AND-OR/OR-AND: 17 / 17 / 32.6
AND/OR/NAND/NOR: 34 / 34 / 49.7
cell usage after synthesis, types with 2 or more instances:
cell type / instances / area (µm²)
a2111oi_4: 2 / 55.1
and2b_1: 2 / 15.0
buf_4: 2 / 15.0
buf_6: 3 / 33.8
inv_1: 2 / 7.51
nand2_1: 5 / 18.8
nand2b_4: 2 / 27.5
nand3_1: 2 / 10.0
nor2_1: 8 / 30.0
nor3_1: 5 / 25.0
nor3b_2: 2 / 25.0
o21ai_0: 4 / 20.0
power by group:
| part | leakage (nW) | internal, mW | switching (mW) | total (mW) |
|---|---|---|---|---|
| Combinational | 0.290 | 0.0385 | 0.0337 | 0.0722 |
| Sequential | 0.00764 | 0.000179 | 0.00000103 | 0.000180 |
| Clock | 0 | 0 | 0 | 0 |
Power and IR drop assume default switching activity.
